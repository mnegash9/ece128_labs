File: flow/run.sh
#!/bin/bash
# OpenROAD 26Q1-2900-gdf79404cd8, Yosys 0.63+post, stock flow scripts
make -C /OpenROAD-flow-scripts/flow DESIGN_CONFIG=/design/flow/config.mk WORK_HOME=/design/flow/orfs finish
File: flow/constraint.sdc
current_design ram

set clk_period 3.1
set clk_io_pct 0.2

create_clock -name clk0 -period $clk_period [get_ports {clk}]

set non_clock_inputs [all_inputs -no_clocks]
set_input_delay [expr $clk_period * $clk_io_pct] -clock clk0 $non_clock_inputs
set_output_delay [expr $clk_period * $clk_io_pct] -clock clk0 [all_outputs]
File: flow/design.v
`timescale 1ns / 1ps
module ram(input clk, input rst, input [2:0] addr, input [7:0] data_in,
    input wr_en, output reg [7:0] data_out);
    reg [7:0] mem [0:7];   
    integer i;
    always @(posedge clk) begin
        if (rst) begin
            for (i = 0; i < 8; i = i + 1) begin
                mem[i] <= 8'b0;
            end
            data_out <= 8'b0;
        end
        else begin
            if (wr_en) begin
                mem[addr] <= data_in;   
            end
            data_out <= mem[addr];  
        end
    end
endmodule
File: flow/config.mk
export PLATFORM = sky130hd
export DESIGN_NAME = ram
export DESIGN_NICKNAME = ram
export VERILOG_FILES = /design/flow/design.v
export SDC_FILE = /design/flow/constraint.sdc
export NUM_CORES = 4
export LEC_CHECK = 1
export CORE_UTILIZATION = 30
==> Changelog: implementation <==
### Metrics

- Hold Path Class: flip-flop to flip-flop
- AND/OR/NAND/NOR Cells, Area Fraction: between 15 and 20%
- 1st-iter DRT viols: 70
- Number of global-route vias before repair: 1779
- Yosys top cell by area: edfxtp_1
- Number of I/O port buffers: 21
- Compound-Gate Fraction of Synth Area: between 5 and 6%
- DRC: 0
- Die W: about 110 um
- Final ANT Viol Nets: 0
- Min Tclk post-route: 2.18 ns
- Share of cells above drive strength 1: 12.4%
- Fp_density: 30.9%
- H-tree levels: 3
- Cell area after synthesis: 3190 um2
- Die ar.: 11100 um2
- IO Pins: 22
- Aggregate global-route resource usage: between 10% and 20%
- Clk latency late pin: between 0.3 and 0.4 ns
- Peak VDD IR: between 0.2 and 0.3 mV
- Top cells by count: 64 x and2_1, 64 x edfxtp_1, 32 x mux2i_1, 16 x o22a_1
- Buf/Inv on CP: 1
- Post-Syn Instances: 225
- PwrDens: roughly 500 nW/um2
- Fill cell count: 986
- DP HPWL: ~4500 um
- TritonCTS clock tree: done
- Worst-Margin Slew: about 0.62 ns
- Top cells, area: edfxtp_1 60%, and2_1 13%, mux2i_1 10%
- Ys async rst share: 0%
- Largest net degree at the start of global routing: 24
- CTS clk-pin slew, worst paths: 0.07 ns
- Global-route wire length before repair: 10200 um
- Core ar.: 10300 um2
- Setup TNS: 0 ns
- Crit path largest cell delay: 0.55 ns
- Relative slew slack: between 50% and 60%
- GRT overflow: 0
- Vias: 1781
- Crit path DAT: 2.21 ns
- Prevailing post-synth register cell: edfxtp_1
- Vias/cell: around 4.5
- Yosys xor share: 0%
- Number of enable flip-flop cells: 64
- Setup violators final: 0
- Clk sinks: between 70 and 80
- Fin crit share: 70.2%
- Final Routed Wirelength: 6510 um
- Hold-fix buffers at CTS: 0
- Synth Area per Inst: about 14 um2
- CTS Buffer Depth: 2
- Final Hold Viols: 0
- Post-Layout Cell Count: 395
- Mux area share: about a tenth
- Seq share, synth: 65.3%
- Root Buffer: clkbuf_8
- Setup bufs post-CTS: 0
- Ys flops: about 72
- First-pass iteration count of the detailed router: 4
- FF+latch area: roughly 2100 um2
- Startpoint Class: primary input
- Logic area: 1060 um2
- Antenna cells: 0
- CP required: 3.14 ns
- Worst Path Max Fanout: 9
- RSZ-0062 raised after global routing: no
- Gp weighted congestion: 0.804
- Top-area cell share: 60.2%
- Synth Area in Adders: 0%
- CTS buffer count: 9
- Status: completed
- Peak Freq: 460 MHz
- Log Warnings: 25
- Final instance area: about 3700 um2
- MaxCap Viol Count: 0
- Gates resized, CTS repair: 0
- Distinct cells, synth: 20
- Area growth syn-to-layout: 16.3%
- Initial antenna violation count: 0
- Row count: 37
- Die H: about 110 um
- YS warnings: 1
- Critical path's slowest cell: clkdlybuf4s50_1
- Worst path cell trace: clkdlybuf4s50_1, or3b_4, nor2_2, or2_2
- Final Max-Slew Violation Tally: 0
- Crit path max-delay family: simple AND/OR/NAND/NOR gates
- Crit path capture type: flip-flop
- Wire per inst: around 16 um
- Clock Skew: around 0.0048 ns
- Cells in synth_stat.txt: 225
- Post-Place Cells: 379
- Leakage: 1.35 nW
- Final Util: between 30% and 40%
- Top logic family: simple AND/OR/NAND/NOR gates
- Instance area at placement: 3550 um2
- Kind of critical path: primary input to flip-flop
- YS chip area: 3190 um2
layout make-up:
| type | instances | area share (%) |
|---|---|---|
| clock buffer | 11 | 3.54 |
| timing repair buffer | 26 | 6.54 |
| sequential | 72 | 56.1 |
| multi-input combinational | 145 | 28.6 |
| tap | 136 | 4.59 |
| clock inverter | 5 | 0.641 |
final timing paths:
kind,from,to,slack [ns],depth (start not counted)
setup / recovery,rst,mem[1][4],0.92,4
setup reg to reg,mem[1][2],data_out[2],2.07,3
hold reg to reg,mem[6][3],data_out[3],0.71,3
hold / removal,mem[6][3],data_out[3],0.71,3
state kept, by name, indices dropped and copies added, names as in the netlist:
| signal | count |
|---|---|
| data_out | 8 |
| mem | 64 |
power breakdown:
part           switching [W]  internal (W)  total [W]
Clock               0.000320      0.000282   0.000602
Sequential         0.0000181       0.00112    0.00114
Combinational      0.0000940     0.0000798   0.000174
placed cells by master (no fill, tap or decap), drive strengths merged:
cell type      Yosys  final
dfxtp              8      8
clkdlybuf4s50      0     20
or2                9      9
a21oi              8      8
nor2               6      6
o22a              16     16
clkinv             0      5
mux2i             32     32
buf                5      6
or3b               1      1
nand3b             1      1
nor3               2      2
clkbuf             3     11
edfxtp            64     64
nand2              2      2
nand2b             4      4
and2              64     64
metrics by stage:
step / power, W / hold slack (ns) / worst slack [ns]
5_1_grt: 0.00200 / 0.760 / 0.823
2_1_floorplan: 0.00125 / 0.632 / 1.28
3_3_place_gp: 0.00133 / 0.703 / 0.632
3_5_place_dp: 0.00133 / 0.694 / 0.578
4_1_cts: 0.00194 / 0.712 / 0.955
6_report: 0.00191 / 0.708 / 0.924
per-layer routing:
layer	share of wire (%)	vias to the layer above	GRT usage, %	wire length [um]
met4	1.6	0	2.62	101
li1	-	877	-	-
met1	48	835	21.8	3130
met3	8.4	6	5.59	547
met5	0	-	0	0
met2	42	63	17.5	2730
worst reg2reg max path, cell delays in order, from the launching register on:
cell	delay [ns]
edfxtp_1	0.39
mux2i_1	0.23
o22a_1	0.23
a21oi_1	0.08
logic make-up after synthesis:
logic type,Yosys count
AND/OR/NAND/NOR,89
buffers and inverters,8
AND-OR/OR-AND,24
multiplexers,32
flip-flops,72
No activity file was given, so power comes from the tool's default toggle rates.
