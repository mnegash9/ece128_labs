**flow/config.mk**
```make
export PLATFORM = sky130hd
export DESIGN_NAME = bin2bcd
export DESIGN_NICKNAME = bin2bcd
export VERILOG_FILES = /design/flow/design.v
export SDC_FILE = /design/flow/constraint.sdc
export NUM_CORES = 4
export LEC_CHECK = 1
export CORE_AREA = 10 10 114 114
export DIE_AREA = 0 0 124 124
```
**flow/constraint.sdc**
```tcl
current_design bin2bcd

set clk_period 2.2
set clk_io_pct 0.2

create_clock -name clk0 -period $clk_period [get_ports {clk}]

set non_clock_inputs [all_inputs -no_clocks]
set_input_delay [expr $clk_period * $clk_io_pct] -clock clk0 $non_clock_inputs
set_output_delay [expr $clk_period * $clk_io_pct] -clock clk0 [all_outputs]
```
**flow/design.v**
```verilog
`timescale 1ns / 1ps
module bin2bcd(input clk, input [11:0] bin_in, 
    output [15:0] bcd_out, output ready);
    reg [27:0] binary_shift;     
    reg [4:0] shift_count;       
    reg [1:0] add_counter = 0;
    reg [2:0] state = 0;
    reg result_ready;
    parameter IDLE      = 3'b000;
    parameter SETUP     = 3'b001;
    parameter ADD       = 3'b010;
    parameter SHIFT     = 3'b011;
    parameter DONE      = 3'b100;
    initial begin
        state <= 0;
    end
    always @(posedge clk) begin
        case (state)            
            IDLE: begin
                result_ready <= 0;
                binary_shift <= {16'b0, bin_in};
                shift_count <= 11;
                state <= ADD;
            end
            ADD:
            begin
                case(add_counter)
                0: begin
                    if(binary_shift[15:12] > 4) 
                        binary_shift[15:12] <= binary_shift[15:12] + 3;
                    add_counter <= add_counter + 1;
                    end
                1:  begin
                    if(binary_shift[19:16] > 4) 
                        binary_shift[19:16] <= binary_shift[19:16] + 3;
                    add_counter <= add_counter + 1;
                    end
                2: begin
                    if((binary_shift[23:20] > 4)) 
                        binary_shift[23:20] <= binary_shift[23:20] + 3;
                    add_counter <= add_counter + 1;
                    end
                3:  begin
                    if((binary_shift[27:24] > 4)) 
                        binary_shift[27:24] <= binary_shift[27:24] + 3;
                    add_counter <= 0;
                    state   <= SHIFT;
                    end
                endcase
            end
            SHIFT:
                begin
                shift_count <= shift_count - 1;
                binary_shift <= binary_shift << 1;
                if (shift_count == 0) 
                    state <= DONE;
                else 
                    state <= ADD;
                end
            DONE: begin 
                result_ready <= 1;
                state <= IDLE;
            end                
        endcase
    end 
    assign bcd_out = binary_shift[27:12];
    assign ready = result_ready;
endmodule
```
**flow/run.sh**
```bash
#!/bin/bash
# OpenROAD 26Q1-2900-gdf79404cd8, Yosys 0.63+post, stock flow scripts
make -C /OpenROAD-flow-scripts/flow DESIGN_CONFIG=/design/flow/config.mk WORK_HOME=/design/flow/orfs finish
```
==> job_summary.md <==
### Flow metrics

| Metric | Value |
|---|---|
| Outcome | completed |
| Hold Startpoint | binary_shift[1] |
| OpenROAD warnings | 33 |
| Worst hold path type | reg2reg |
| RSZ-0062 raised after global routing | no |
| CP Class | reg2out |
| Register area share after synthesis | 51.7% |
| Placed Cells | 346 |
| Routability cong. | 0.793 |
| Crit-path cells | clkdlybuf4s50_1 |
| Period utilisation layout | 78.2% |
| FILL cells | 1,102 |
| Clk sinks | 39 |
| Overall via count from detail_route | 1,390 |
| Die W | 124 um |
| Post-Syn Instances | 201 |
| Worst-Margin Slew | 0.527 ns |
| Power density cells | 483 nW/um^2 |
| Core box area | 10,400 um^2 |
| First-pass GRT wire length | 6580 um |
| FF-to-FF setup slack | 0.54 ns |
| Worst Skew | 0.00888 ns |
| P_leak | 0.943 nW |
| Non-filler cells, final | 354 |
| Antenna diodes | 0 |
| Area Growth Syn to Fin | 17.7% |
| Reg2reg start | state[0] |
| Psw | 0.251 mW |
| WHS Path Cells | 1 |
| Comb pwr share | 1.7% |
| Layout cells sized above 1 | 12.4% |
| Yosys top cell area share | 51.7% |
| Routed WL per cell | 11.7 um |
| Synth Cell Area | 2260 um^2 |
| First-pass DRT Iterations | 4 |
| Yosys top cell by area | edfxtp_1 |
| VDD IR max | 306 uV |
| Root buf cell | clkbuf_8 |
| Most common cell in the netlist | edfxtp_1 |
| CTS resizes | 0 |
| Synth Warn # | 1 |
| Post-synth area hogs | edfxtp_1 52%, ha_1 7.7%, buf_4 6.3% |
| DP Worst Slack | 0.540 ns |
| Final WL | 4160 um |
| Critical path arrival | 1.28 ns |
| GRT Util Overall | 5.35% |
| Pre-Place Util | 21.7% |
| Fmax | 581 MHz |
| Final setup fails | 0 |
| Antenna viol nets, final | 0 |
| Cts hold-fix bufs | 0 |
| DP Wirelength | 2950 um |
| Total grt overflow | 0 |
| DR vias/cell | 3.93 |
| Initial antenna violation count | 0 |
| Largest net degree at the start of global routing | 19 |
| Comb gate area | 872 um^2 |
| CTS H-tree depth | 2 |
| Yosys cell types | 26 |
| Die area | 15,400 um^2 |
| Die Ht | 124 um |
| Max-Cap Viols | 0 |
| Relative slew slack | 64.8% |
| Switching share of total power | 19.5% |
| Crit path launch type | register |
| DRT iter0 DRCs | 76 |
| Yosys chip area | 2260 um^2 |
| Share of power burned in registers | 62.4% |
| DRC viols | 0 |
| Top cells by count, synth | 39 x edfxtp_1, 25 x nor2_1, 20 x a21oi_1 |
| Worst-path cell with the longest stage delay | clkdlybuf4s50_1 |
| Ys cells | 201 |
| Crit-path max FO | 6 |
| Clock transition at the registers of the reported paths | 0.08 ns |
| Period minus WS final | 1.72 ns |
| CTS tree | built |
| FF-to-FF path depth | 2 |
| Setup tns final | 0 ns |
| R2R Path End | binary_shift[13] |
| Flop area | 1170 um^2 |
| Clk pwr share | 35.9% |
| Crit path buf inv count | 1 |
| # IOs | 30 |
| Rows | 37 |
| P_int | 1.04 mW |
| Worst setup margin | 0.479 ns |
| Delay-heaviest family, CP | buffers and inverters |
| Max incr delay on CP | 0.52 ns |
| Synth async-reset ratio | 0% |
| Setup crit end kind | primary output |
| Number of global-route vias before repair | 1,318 |
| I/O Buffers | 29 |
| Required time worst endpoint | 1.76 ns |
| Yosys reg bits | 39 |
| Worst Hold End | binary_shift[2] |
| Post-CTS Setup Bufs | 0 |
| Clk Latency, worst-skew pair | 0.29 ns |
| Deepest clock path buffer count | 2 |
| Number of flops mapped to enable cells by yosys | 39 |
| Commonest flop | edfxtp_1 |
| Post-DP Area | 2580 um^2 |
| Post-route cell area | 2670 um^2 |
| Syn_area_per_cell | 11.3 um^2 |
| Final Max Slew Viols | 0 |
| Number of clock buffers inserted by TritonCTS | 5 |
| Final Hold Fails | 0 |
-- per-stage QoR --
step	utilization, %	hold WS [ns]	power [mW]
after floorplan	-	0.525	0.821
after global placement	24.8	0.532	0.843
after detailed placement	24.8	0.538	0.842
after CTS	25.6	0.554	1.30
after global routing	25.6	0.572	1.35
final	25.6	0.550	1.29
-- kinds of logic after synthesis --
kind of cell             Yosys count  synth area share [%]
AND/OR/NAND/NOR                   53                  11.3
flip-flops                        39                  51.7
buffers and inverters             37                  9.78
XOR/XNOR                           8                  3.09
AND-OR/OR-AND                     39                  9.72
adder cells (fa/ha/maj)           14                  7.73
multiplexers                      11                  6.63
-- per-layer routing --
layer,vias to the layer above,wire (um),track usage [%]
li1,702,-,-
met3,0,346,1.88
met1,648,2010,7.87
met5,-,0,0
met2,40,1800,7.91
met4,0,0,0.288
-- power by group through the flow --
stage	Combinational [mW]	Clock, mW	Sequential, mW
after CTS	0.0221	0.477	0.803
final	0.0217	0.463	0.804
after global routing	0.0230	0.528	0.803
-- cell type report --
type / instances / area share, %
sequential: 39 / 43.9
multi-input combinational: 125 / 32.7
timing repair buffer: 33 / 12.0
tap: 136 / 6.38
clock buffer: 5 / 2.58
inverter: 13 / 1.83
clock inverter: 3 / 0.563
-- sequential cells by signal, summed over array words and instances (netlist names) --
signal and cells:
shift_count 5, add_counter 2, result_ready 1, binary_shift 28, state 3
-- how the worst max path moves through the flow --
stage	slack, ns	from	cells after the start	end
CTS	0.45	binary_shift[24]	1	bcd_out[12]
global route	0.39	binary_shift[24]	1	bcd_out[12]
finish	0.48	binary_shift[24]	1	bcd_out[12]
-- placed cells by master (no fill, tap or decap), types with 4 or more instances in the layout --
cell,instances
nand2_1,11
nor2b_1,5
inv_1,13
nor2_1,25
mux2_4,7
xnor2_1,7
nand3_1,4
a21oi_1,20
o21ba_2,4
clkbuf_8,5
o21ai_0,13
clkdlybuf4s50_1,29
buf_4,4
mux2_2,4
edfxtp_1,39
ha_1,14
Power and IR drop assume default switching activity.
