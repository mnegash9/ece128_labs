`./design.v`:
```
`timescale 1ns / 1ps
module multisegment_driver(input clk, input [15:0] bcd_in, output [3:0] sseg_a_o, output [6:0] sseg_c_o);
    parameter g_s = 5;
    parameter gt = 4;
    wire [6:0] sseg_o;
    reg [3:0] anode = 4'b0001;
    reg [3:0] bcd_seg = 4'b0000;
    reg [g_s-1:0] g_count = 0;
    seven_seg_decoder uut1(clk, bcd_seg, sseg_o);
    always @(posedge clk) begin
        g_count = g_count+1;  
        if(g_count == 0) begin
            if(anode == 4'b0001) begin
                anode = 4'b1000;
            end else begin
                anode = anode >>1;
            end
        end
        if(&g_count[g_s-1:gt]) begin
            case (anode)  
                4'b1000: bcd_seg = bcd_in[15:12];
                4'b0100: bcd_seg = bcd_in[11:8];
                4'b0010: bcd_seg = bcd_in[7:4];
                4'b0001: bcd_seg = bcd_in[3:0];
                default : bcd_seg = 4'b1111; 
            endcase
        end else begin
            bcd_seg = 4'b1111; 
        end 
    end
        assign  sseg_a_o = ~anode;
        assign  sseg_c_o = sseg_o;
 endmodule
`timescale 1ns / 1ps
module seven_seg_decoder(clk, bcd, seg);
    input clk; 
    input [3:0] bcd; 
    output reg[6:0] seg; 
    always @(posedge clk) begin        
        case (bcd)  
         0: seg = 7'b1000000;  
         1: seg = 7'b1111001;  
         2: seg = 7'b0100100;  
         3: seg = 7'b0110000;  
         4: seg = 7'b0011001;  
         5: seg = 7'b0010010;  
         6: seg = 7'b0000010;  
         7: seg = 7'b1111000;  
         8: seg = 7'b0000000;  
         9: seg = 7'b0010000;  
         default: seg = 7'b1111111;  
    endcase               
    end                
endmodule
```
`./run.sh`:
```
#!/bin/bash
# OpenROAD 26Q1-2900-gdf79404cd8, Yosys 0.63+post, stock flow scripts
make -C /OpenROAD-flow-scripts/flow DESIGN_CONFIG=/design/flow/config.mk WORK_HOME=/design/flow/orfs finish
```
`./config.mk`:
```
export PLATFORM = sky130hd
export DESIGN_NAME = multisegment_driver
export DESIGN_NICKNAME = multisegment_driver
export VERILOG_FILES = /design/flow/design.v
export SDC_FILE = /design/flow/constraint.sdc
export NUM_CORES = 4
export LEC_CHECK = 1
export CORE_AREA = 10 10 78 78
export DIE_AREA = 0 0 88 88
```
`./constraint.sdc`:
```
current_design multisegment_driver

set clk_period 2.6
set clk_io_pct 0.2

create_clock -name clk0 -period $clk_period [get_ports {clk}]

set non_clock_inputs [all_inputs -no_clocks]
set_input_delay [expr $clk_period * $clk_io_pct] -clock clk0 $non_clock_inputs
set_output_delay [expr $clk_period * $clk_io_pct] -clock clk0 [all_outputs]
```
==> flow_summary_export.csv <==
group,metric,value,unit
timing,min_period,1.96,ns
job,maxCapViolCount,0,
cts,cts_tree,"built",
timing,finalSetupViolations,0,
min_path,holdCritPathClass,"reg -> reg",
grt,grt_overflow,0,
timing,slew_headroom,71.0,%
setup_path,critPathKind,"reg -> out",
floorplan,die.size.y,88,um
floorplan,fp_util,24.3,%
timing,setup_slack,0.644,ns
placed_design,numPortBuffers,27,
synth,ys_seq_share,37.3,%
setup_path,path_cells,"inv_1 > clkdlybuf4s50_1",
grt,grtUsageTotal,6.52,%
placed_design,routabilityCongestion,0.821,
timing,worstMarginPinSlew,0.434,ns
setup_path,cpPeakStageDelay,0.59,ns
job,warning_count,30,
synth,yosys_cells,125,
route,vias_per_cell,4.48,
cts,root_buffer,"clkbuf_8",
power_and_ir_drop,power.total,0.000562,W
setup_path,crit_fanout,13,
setup_path,end_kind,"primary output",
floorplan,ios,28,
power_and_ir_drop,pwr-share-seq,54.4,%
final_layout,layout-area-overhead-vs-synth,34.6,%
route,insertedDiodeCount,0,
placed_design,dp_slack,0.725,ns
cts,ctsHoldBuffers,0,
floorplan,fp.dieW,88,um
setup_path,crit_buf_inv,2,
timing,fin_tns_setup,0,ns
cts,clkTransAtPathRegs,0.07,ns
timing,hold_viol_final,0,
power_and_ir_drop,clkPwrFrac,40.5,%
cts,clk_latency,0.25,ns
timing,max_freq,0.511,GHz
grt,grt_max_degree,14,
floorplan,core_region_area,0.00441,mm^2
synth,avgSynthCellArea,8.60,um^2
final_layout,final_layout_size_suffix_gt1_share,6.58,%
setup_path,critPathSlowestCell,"dfxtp_1",
route,drt_iter0_markers,31,
cts,cts_buffers,3,
setup_path,crit_required,2.08,ns
cts,clock_path_buffers,2,
final_layout,layout_top_cells,"clkdlybuf4s50_1, dfxtp_1, nand2_1",
power_and_ir_drop,pwr-share-comb,5.0,%
timing,finalClockSkew,0.00339,ns
power_and_ir_drop,p_sw,0.000100,W
route,ant_nets,0,
cts,cts_resized,0,
route,drcViolationCount,0,
placed_design,dp_hpwl,1880,um
final_layout,lay_top_count,"clkdlybuf4s50_1",
grt,grt_pass1_vias,970,
grt,antenna_found_initial,0,
setup_path,critPathTopFamily,"buffers and inverters",
route,wl,2300,um
run_status,outcome,"completed",
grt,grt_pass1_wl,4200,um
synth,synth_warnings,2,
cts,h-tree-depth,1,
timing,drv_slew,0,
route,drt-pass1-iter-count,4,
power_and_ir_drop,internal-power,0.000462,W
synth,synth_cells,125,
synth,yosysUniqueCellTypes,27,
timing,min_period_over_period,75.2,%
synth,syn_area,0.00107,mm^2
route,num_vias,914,
synth,ys_chip_area,0.00107,mm^2
floorplan,rows,24,
cts,cts_setup_buffers,0,
power_and_ir_drop,p_per_area,389,mW/mm^2
power_and_ir_drop,swShare,17.8,%
route,wire_per_inst,11.3,um
timing,rsz0062_at_grt,"no",
setup_path,startpoint_type,"flop",
floorplan,chip_area,0.00774,mm^2
synth,ys_ff,20,
power_and_ir_drop,ir_drop,143,uV
cts,cts.sinks,20,
setup_path,crit_arrival,1.44,ns
power_and_ir_drop,p_leak,0.528,nW
-- power by group through the flow --
stage	logic [W]	registers (W)	clock network [W]
final	0.0000282	0.000306	0.000228
after global routing	0.0000309	0.000306	0.000249
after CTS	0.0000286	0.000306	0.000237
-- Yosys cell counts --
| cell type | number | area (um^2) |
|---|---|---|
| maj3_1 | 1 | 10.0 |
| a22oi_1 | 8 | 60.1 |
| mux2i_1 | 5 | 50.1 |
| o311ai_1 | 4 | 35.0 |
| clkbuf_1 | 1 | 3.75 |
| o311ai_0 | 1 | 8.76 |
| nand3_1 | 3 | 15.0 |
| or2_2 | 2 | 12.5 |
| nor3_2 | 1 | 10.0 |
| nor3_1 | 2 | 10.0 |
| dfxtp_1 | 20 | 400 |
| a31oi_1 | 2 | 12.5 |
| nor4b_2 | 1 | 15.0 |
| xor2_1 | 2 | 17.5 |
| inv_1 | 13 | 48.8 |
| ha_1 | 7 | 87.6 |
| o2bb2ai_1 | 4 | 35.0 |
| nor2_1 | 6 | 22.5 |
| a21oi_1 | 3 | 15.0 |
| a31o_1 | 1 | 8.76 |
| nor2b_1 | 4 | 25.0 |
| nand3_2 | 1 | 10.0 |
| mux2_2 | 1 | 11.3 |
| o21ai_0 | 13 | 65.1 |
| xnor2_1 | 2 | 17.5 |
| nand2_1 | 14 | 52.6 |
| buf_2 | 3 | 15.0 |
-- final timing paths --
kind,to,cells after the start,start,slack [ns]
max reg2reg,bcd_seg[0],6,g_count[0],0.68
min reg2reg,g_count[0],1,g_count[0],0.42
min,g_count[0],1,g_count[0],0.42
max,sseg_a_o[1],2,anode[1],0.64
-- flip-flops by register name, indices dropped and copies added (netlist names) --
signal,count
anode,4
bcd_seg,4
g_count,5
uut1.seg,7
-- logic make-up (layout without fill, tap and decap cells) --
group                    Yosys count  count (layout)  share of synthesized area (%)
XOR/XNOR                           4               4                           3.26
adder cells (fa/ha/maj)            8               8                           9.08
flip-flops                        20              20                           37.3
multiplexers                       6               6                           5.70
AND-OR/OR-AND                     36              36                           22.4
buffers and inverters             17              44                           6.29
AND/OR/NAND/NOR                   34              34                           16.1
-- area by class of cell --
cell class	instances	area, um^2
multi-input combinational	88	607
inverter	13	48.8
timing repair buffer	27	270
clock buffer	4	55.1
fill	462	2970
tap	52	65.1
sequential	20	400
-- metrics by stage --
step                      util, %  instance area (um^2)  hold WS, ns  cells
after global placement       31.5                  1390        0.398    200
after floorplan                 -                  1070        0.387    125
final                        32.8                  1450        0.422    204
after detailed placement     31.5                  1390        0.406    200
after CTS                    32.8                  1450        0.423    204
after global routing         32.8                  1450        0.446    204
-- layer usage --
layer / global-route usage (%) / up-vias / part of all wire [%]
li1: - / 496 / -
met1: 8.42 / 393 / 47
met2: 10.4 / 23 / 43
met3: 2.43 / 2 / 9.4
met4: 1.01 / 0 / 0.65
met5: 0 / - / 0
Power and IR drop assume default switching activity.
